==> /design/flow/config.mk <==
export PLATFORM = sky130hd
export DESIGN_NAME = cpu_top
export DESIGN_NICKNAME = cpu_top
export VERILOG_FILES = /design/flow/design.v
export SDC_FILE = /design/flow/constraint.sdc
export NUM_CORES = 4
export LEC_CHECK = 1
export CORE_UTILIZATION = 40
export SYNTH_MEMORY_MAX_BITS = 65536
==> /design/flow/constraint.sdc <==
current_design cpu_top

set clk_period 29.3
set clk_io_pct 0.2

create_clock -name clk0 -period $clk_period [get_ports {clk}]

set non_clock_inputs [all_inputs -no_clocks]
set_input_delay [expr $clk_period * $clk_io_pct] -clock clk0 $non_clock_inputs
set_output_delay [expr $clk_period * $clk_io_pct] -clock clk0 [all_outputs]
==> /design/flow/design.v <==
module alu (
    input  wire [31:0] a,
    input  wire [31:0] b,
    input  wire [3:0]  alu_ctrl,
    output reg  [31:0] result,
    output wire        zero
);
    always @(*) begin
        case (alu_ctrl)
            4'b0010: result = a + b;    
            4'b0110: result = a - b;    
            4'b0000: result = a & b;    
            4'b0001: result = a | b;    
            default: result = 32'b0;
        endcase
    end
    assign zero = (result == 0);
endmodule
module alu_control (
    input  wire [1:0] alu_op,
    input  wire [2:0] funct3,
    input  wire       funct7,
    output reg  [3:0] alu_ctrl
);
    always @(*) begin
        case (alu_op)
            2'b00: alu_ctrl = 4'b0010;  
            2'b01: alu_ctrl = 4'b0110;  
            2'b10: begin                
                case (funct3)
                    3'b000: alu_ctrl = (funct7) ? 4'b0110 : 4'b0010;  
                    3'b111: alu_ctrl = 4'b0000;  
                    3'b110: alu_ctrl = 4'b0001;  
                    default: alu_ctrl = 4'b0010;
                endcase
            end
            default: alu_ctrl = 4'b0010;
        endcase
    end
endmodule
`timescale 1ns / 1ps
module control (
    input  wire [6:0] opcode,
    output reg        reg_write,
    output reg        alu_src,
    output reg        mem_read,
    output reg        mem_write,
    output reg        mem_to_reg,
    output reg        branch,
    output reg        jump,
    output reg [1:0]  alu_op
);
    always @(*) begin
        reg_write = 0;
        alu_src   = 0;
        mem_read  = 0;
        mem_write = 0;
        mem_to_reg= 0;
        branch    = 0;
        jump      = 0;
        alu_op    = 2'b00;
        case (opcode)
            7'b0110011: begin
                reg_write = 1;
                alu_src   = 0;
                alu_op    = 2'b10;
            end
            7'b0010011: begin
                reg_write = 1;
                alu_src   = 1;
                alu_op    = 2'b10;
            end
            7'b0000011: begin
                reg_write = 1;
                alu_src   = 1;
                mem_read  = 1;
                mem_to_reg= 1;
                alu_op    = 2'b00;
            end
            7'b0100011: begin
                alu_src   = 1;
                mem_write = 1;
                alu_op    = 2'b00;
            end
            7'b1100011: begin
                branch    = 1;
                alu_op    = 2'b01;
            end
            7'b1101111: begin
                reg_write = 1;
                jump      = 1;
            end
            7'b1100111: begin
                reg_write = 1;
                jump      = 1;
                alu_src   = 1;
            end
            default: begin
            end
        endcase
    end
endmodule
`timescale 1ns / 1ps
module cpu_top (
    input  wire        clk,
    input  wire        reset,
    output wire [31:0] pc_out,
    output wire [31:0] if_id_instr,
    output wire        dbg_wb_reg_write,
    output wire [4:0]  dbg_wb_rd,
    output wire [31:0] dbg_wb_data,
    output wire [31:0] dbg_alu_result,
    output wire [31:0] dbg_rs1_val,
    output wire [31:0] dbg_rs2_val
);
    wire [31:0] pc, pc_next, pc4, instr;
    assign pc4     = pc + 32'd4;
    assign pc_next = pc4;
    pc pc_inst (
        .clk     (clk),
        .reset   (reset),
        .pc_next (pc_next),
        .pc      (pc)
    );
    instr_mem imem_inst (
        .addr  (pc),
        .instr (instr)
    );
    if_id_reg if_id_inst (
        .clk       (clk),
        .reset     (reset),
        .instr_in  (instr),
        .pc4_in    (pc4),
        .instr_out (if_id_instr),
        .pc4_out   ()
    );
    wire [4:0] rs1    = if_id_instr[19:15];
    wire [4:0] rs2    = if_id_instr[24:20];
    wire [4:0] rd     = if_id_instr[11:7];
    wire [6:0] opcode = if_id_instr[6:0];
    wire [2:0] funct3 = if_id_instr[14:12];
    wire       funct7 = if_id_instr[30];
    wire [31:0] rs1_val, rs2_val;
    wire [31:0] wb_data;
    wire [4:0]  wb_rd;
    wire        wb_reg_write;
    regfile rf_inst (
        .clk       (clk),
        .rs1       (rs1),
        .rs2       (rs2),
        .rd        (wb_rd),
        .wd        (wb_data),
        .reg_write (wb_reg_write),
        .rd1       (rs1_val),
        .rd2       (rs2_val)
    );
    wire [31:0] imm;
    imm_gen imm_gen_inst (
        .instr (if_id_instr),
        .imm   (imm)
    );
    wire alu_src, branch, reg_write;
    wire [1:0] alu_op;
    control control_inst (
        .opcode    (opcode),
        .alu_src   (alu_src),
        .branch    (branch),
        .alu_op    (alu_op),
        .reg_write (reg_write),
        .mem_read  (),
        .mem_write (),
        .mem_to_reg(),
        .jump      ()
    );
    wire [31:0] id_ex_pc, id_ex_rs1, id_ex_rs2, id_ex_imm;
    wire [4:0]  id_ex_rd;
    wire [2:0]  id_ex_funct3;
    wire        id_ex_funct7;
    wire        id_ex_alu_src, id_ex_branch;
    wire [1:0]  id_ex_alu_op;
    wire        id_ex_reg_write;
    id_ex_reg id_ex_inst (
        .clk           (clk),
        .reset         (reset),
        .pc_in         (pc),
        .rs1_val_in    (rs1_val),
        .rs2_val_in    (rs2_val),
        .imm_in        (imm),
        .rd_in         (rd),
        .funct3_in     (funct3),
        .funct7_in     (funct7),
        .alu_src_in    (alu_src),
        .branch_in     (branch),
        .alu_op_in     (alu_op),
        .reg_write_in  (reg_write),
        .pc_out        (id_ex_pc),
        .rs1_val_out   (id_ex_rs1),
        .rs2_val_out   (id_ex_rs2),
        .imm_out       (id_ex_imm),
        .rd_out        (id_ex_rd),
        .funct3_out    (id_ex_funct3),
        .funct7_out    (id_ex_funct7),
        .alu_src_out   (id_ex_alu_src),
        .branch_out    (id_ex_branch),
        .alu_op_out    (id_ex_alu_op),
        .reg_write_out (id_ex_reg_write)
    );
    wire [31:0] alu_in1 = id_ex_rs1;
    wire [31:0] alu_in2 = (id_ex_alu_src) ? id_ex_imm : id_ex_rs2;
    wire [3:0] alu_ctrl;
    alu_control alu_ctrl_inst (
        .alu_op   (id_ex_alu_op),
        .funct3   (id_ex_funct3),
        .funct7   (id_ex_funct7),
        .alu_ctrl (alu_ctrl)
    );
    wire [31:0] alu_result;
    wire        alu_zero;
    alu alu_inst (
        .a        (alu_in1),
        .b        (alu_in2),
        .alu_ctrl (alu_ctrl),
        .result   (alu_result),
        .zero     (alu_zero)
    );
    wire [31:0] ex_mem_alu_result;
    wire [4:0]  ex_mem_rd;
    wire        ex_mem_reg_write;
    ex_mem_reg ex_mem_inst (
        .clk             (clk),
        .reset           (reset),
        .alu_result_in   (alu_result),
        .rs2_val_in      (id_ex_rs2),
        .rd_in           (id_ex_rd),
        .branch_target_in(32'b0),
        .reg_write_in    (id_ex_reg_write),
        .mem_read_in     (1'b0),
        .mem_write_in    (1'b0),
        .mem_to_reg_in   (1'b0),
        .branch_taken_in (1'b0),
        .alu_result_out  (ex_mem_alu_result),
        .rs2_val_out     (),
        .rd_out          (ex_mem_rd),
        .branch_target_out(),
        .reg_write_out   (ex_mem_reg_write),
        .mem_read_out    (),
        .mem_write_out   (),
        .mem_to_reg_out  (),
        .branch_taken_out()
    );
    mem_wb_reg mem_wb_inst (
        .clk              (clk),
        .reset            (reset),
        .mem_read_data_in (32'b0),
        .alu_result_in    (ex_mem_alu_result),
        .rd_in            (ex_mem_rd),
        .reg_write_in     (ex_mem_reg_write),
        .mem_to_reg_in    (1'b0),
        .mem_read_data_out(),
        .alu_result_out   (wb_data),
        .rd_out           (wb_rd),
        .reg_write_out    (wb_reg_write),
        .mem_to_reg_out   ()
    );
    assign pc_out             = pc;
    assign dbg_wb_reg_write   = wb_reg_write;
    assign dbg_wb_rd          = wb_rd;
    assign dbg_wb_data        = wb_data;
    assign dbg_alu_result     = alu_result;
    assign dbg_rs1_val        = rs1_val;
    assign dbg_rs2_val        = rs2_val;
endmodule
`timescale 1ns / 1ps
module ex_mem_reg (
    input  wire        clk,
    input  wire        reset,
    input  wire [31:0] alu_result_in,
    input  wire [31:0] rs2_val_in,
    input  wire [4:0]  rd_in,
    input  wire [31:0] branch_target_in,
    input  wire        reg_write_in,
    input  wire        mem_read_in,
    input  wire        mem_write_in,
    input  wire        mem_to_reg_in,
    input  wire        branch_taken_in,
    output reg  [31:0] alu_result_out,
    output reg  [31:0] rs2_val_out,
    output reg  [4:0]  rd_out,
    output reg  [31:0] branch_target_out,
    output reg        reg_write_out,
    output reg        mem_read_out,
    output reg        mem_write_out,
    output reg        mem_to_reg_out,
    output reg        branch_taken_out
);
    always @(posedge clk or posedge reset) begin
        if (reset) begin
            alu_result_out    <= 32'b0;
            rs2_val_out       <= 32'b0;
            rd_out            <= 5'b0;
            branch_target_out <= 32'b0;
            reg_write_out     <= 1'b0;
            mem_read_out      <= 1'b0;
            mem_write_out     <= 1'b0;
            mem_to_reg_out    <= 1'b0;
            branch_taken_out  <= 1'b0;
        end else begin
            alu_result_out    <= alu_result_in;
            rs2_val_out       <= rs2_val_in;
            rd_out            <= rd_in;
            branch_target_out <= branch_target_in;
            reg_write_out     <= reg_write_in;
            mem_read_out      <= mem_read_in;
            mem_write_out     <= mem_write_in;
            mem_to_reg_out    <= mem_to_reg_in;
            branch_taken_out  <= branch_taken_in;
        end
    end
endmodule
`timescale 1ns / 1ps
module id_ex_reg (
    input  wire        clk,
    input  wire        reset,
    input  wire [31:0] pc_in,
    input  wire [31:0] rs1_val_in,
    input  wire [31:0] rs2_val_in,
    input  wire [31:0] imm_in,
    input  wire [4:0]  rd_in,
    input  wire [2:0]  funct3_in,
    input  wire        funct7_in,
    input  wire        alu_src_in,
    input  wire        branch_in,
    input  wire [1:0]  alu_op_in,
    input  wire        reg_write_in,    
    output reg  [31:0] pc_out,
    output reg  [31:0] rs1_val_out,
    output reg  [31:0] rs2_val_out,
    output reg  [31:0] imm_out,
    output reg  [4:0]  rd_out,
    output reg  [2:0]  funct3_out,
    output reg         funct7_out,
    output reg        alu_src_out,
    output reg        branch_out,
    output reg [1:0]  alu_op_out,
    output reg        reg_write_out      
);
    always @(posedge clk or posedge reset) begin
        if (reset) begin
            pc_out        <= 32'b0;
            rs1_val_out   <= 32'b0;
            rs2_val_out   <= 32'b0;
            imm_out       <= 32'b0;
            rd_out        <= 5'b0;
            funct3_out    <= 3'b0;
            funct7_out    <= 1'b0;
            alu_src_out   <= 1'b0;
            branch_out    <= 1'b0;
            alu_op_out    <= 2'b00;
            reg_write_out <= 1'b0;
        end else begin
            pc_out        <= pc_in;
            rs1_val_out   <= rs1_val_in;
            rs2_val_out   <= rs2_val_in;
            imm_out       <= imm_in;
            rd_out        <= rd_in;
            funct3_out    <= funct3_in;
            funct7_out    <= funct7_in;
            alu_src_out   <= alu_src_in;
            branch_out    <= branch_in;
            alu_op_out    <= alu_op_in;
            reg_write_out <= reg_write_in;
        end
    end
endmodule
module if_id_reg (
    input  wire        clk,
    input  wire        reset,
    input  wire [31:0] instr_in,
    input  wire [31:0] pc4_in,
    output reg  [31:0] instr_out,
    output reg  [31:0] pc4_out
);
    always @(posedge clk or posedge reset) begin
        if (reset) begin
            instr_out <= 32'b0;
            pc4_out   <= 32'b0;
        end else begin
            instr_out <= instr_in;
            pc4_out   <= pc4_in;
        end
    end
endmodule
`timescale 1ns / 1ps
module imm_gen (
    input  wire [31:0] instr,
    output reg  [31:0] imm
);
    wire [6:0] opcode = instr[6:0];
    always @(*) begin
        case (opcode)
            7'b0010011,
            7'b0000011,
            7'b1100111: begin
                imm = {{20{instr[31]}}, instr[31:20]};
            end
            7'b0100011: begin
                imm = {{20{instr[31]}}, instr[31:25], instr[11:7]};
            end
            7'b1100011: begin
                imm = {{19{instr[31]}},
                       instr[31],
                       instr[7],
                       instr[30:25],
                       instr[11:8],
                       1'b0};
            end
            7'b0110111,
            7'b0010111: begin
                imm = {instr[31:12], 12'b0};
            end
            7'b1101111: begin
                imm = {{11{instr[31]}},
                       instr[31],
                       instr[19:12],
                       instr[20],
                       instr[30:21],
                       1'b0};
            end
            default: begin
                imm = 32'b0;
            end
        endcase
    end
endmodule
`timescale 1ns / 1ps
module instr_mem(
    input  wire [31:0] addr,    
    output wire [31:0] instr
);
    reg [31:0] mem [0:255];
    integer i;
    initial begin
        mem[0] = 32'h00000093;  
        mem[1] = 32'h00A00113;  
        mem[2] = 32'h0020A023;  
        mem[3] = 32'h0000A183;  
        mem[4] = 32'h00310463;  
        mem[5] = 32'h00118193;  
        mem[6] = 32'h008000EF;  
        mem[7] = 32'h00120213;  
        mem[8] = 32'h00500293;  
        for (i = 9; i < 256; i = i + 1)
            mem[i] = 32'h00000013;  
    end
    assign instr = mem[addr[9:2]];
endmodule
`timescale 1ns / 1ps
module mem_wb_reg (
    input  wire        clk,
    input  wire        reset,
    input  wire [31:0] mem_read_data_in,
    input  wire [31:0] alu_result_in,
    input  wire [4:0]  rd_in,
    input  wire        reg_write_in,
    input  wire        mem_to_reg_in,
    output reg  [31:0] mem_read_data_out,
    output reg  [31:0] alu_result_out,
    output reg  [4:0]  rd_out,
    output reg        reg_write_out,
    output reg        mem_to_reg_out
);
    always @(posedge clk or posedge reset) begin
        if (reset) begin
            mem_read_data_out <= 32'b0;
            alu_result_out    <= 32'b0;
            rd_out            <= 5'b0;
            reg_write_out     <= 1'b0;
            mem_to_reg_out    <= 1'b0;
        end else begin
            mem_read_data_out <= mem_read_data_in;
            alu_result_out    <= alu_result_in;
            rd_out            <= rd_in;
            reg_write_out     <= reg_write_in;
            mem_to_reg_out    <= mem_to_reg_in;
        end
    end
endmodule
`timescale 1ns / 1ps
module pc (
    input  wire        clk,
    input  wire        reset,
    input  wire [31:0] pc_next,    
    output reg  [31:0] pc
);
    always @(posedge clk or posedge reset) begin
        if (reset)
            pc <= 32'd0;
        else
            pc <= pc_next;
    end
endmodule
`timescale 1ns / 1ps
module regfile(
    input  wire        clk,
    input  wire [4:0]  rs1,
    input  wire [4:0]  rs2,
    output wire [31:0] rd1,
    output wire [31:0] rd2,
    input  wire [4:0]  rd,
    input  wire [31:0] wd,
    input  wire        reg_write
);
    reg [31:0] regs [0:31];
    integer i;
    initial begin
        for (i = 0; i < 32; i = i + 1)
            regs[i] = 32'd0;
    end
    assign rd1 = (rs1 == 5'd0) ? 32'd0 : regs[rs1];
    assign rd2 = (rs2 == 5'd0) ? 32'd0 : regs[rs2];
    always @(posedge clk) begin
        if (reg_write && rd != 5'd0)
            regs[rd] <= wd;
    end
endmodule
==> /design/flow/run.sh <==
#!/bin/bash
# OpenROAD 26Q1-2900-gdf79404cd8, Yosys 0.63+post, stock flow scripts
make -C /OpenROAD-flow-scripts/flow DESIGN_CONFIG=/design/flow/config.mk WORK_HOME=/design/flow/orfs finish
==> impl_metrics.json <==
{
  "dp_hpwl_um": 48160,
  "clk_path_buf_depth": 3,
  "rows": 100,
  "hp-class": "flop to flop",
  "status": "complete, no violations",
  "grt_start_max_net_pins": 99,
  "drt_wl_total_um": 78020,
  "power.density_mw_per_mm2": 60.05,
  "async_flop_share": 0.2819,
  "cts_sinks": 713,
  "cp-start-kind": "flop",
  "die_x_um": 276.3,
  "synth.distinct_cells": 74,
  "timing.final.crit_share": 0.4125,
  "power_w": 0.002146,
  "power_frac_clock": 0.444,
  "arrival_ps": 6230,
  "cts_tree": "built",
  "finalMaxSlewViolations": 0,
  "crit_type": "flop to output pin",
  "synthesis.instances": 1750,
  "h-tree-depth": 3,
  "internal_power_w": 0.001719,
  "drcViolationCount": 0,
  "cp_data_required_time_ps": 23440,
  "worstSkewPairLatency_ps": 610,
  "dpl_cell_area_mm2": 0.03323,
  "grt_use_total": 0.2268,
  "worst_pin_slew_ps": 854.2,
  "finalSetupViolCount": 0,
  "numSynthFlops": 713,
  "combPwrFrac": 0.031,
  "antenna_found_initial": 0,
  "crit_slowest_cell": "dfrtp_2",
  "clkTransAtPathRegs_ps": 60,
  "post_cts_buffers": 0,
  "area_delta_synth_final_pct": 18.78,
  "mostFrequentLayoutCells": "512 x edfxtp_1, 193 x dfrtp_1, 192 x mux4_2, 183 x clkdlybuf4s50_1, 80 x nand2_1",
  "place.gp.congestion": 0.8872,
  "min_period_ps": 12090,
  "tool_warnings": 28,
  "grt_overflow": 0,
  "skew_ps": 15.16,
  "core_mm2": 0.07445,
  "hold_violations": 0,
  "cts_buffers": 74,
  "maxCapViolations": 0,
  "initial_utilization": 0.4042,
  "edf_count": 512,
  "routedWlPerCell_um": 25.90,
  "ff_type": "edfxtp_1",
  "cts_resized": 0,
  "vdd_drop_max_mv": 0.04616,
  "ys.warnings.count": 11,
  "fin_area_mm2": 0.03574,
  "die_h_um": 276.3,
  "tns_ps": 0,
  "whs_path_depth": 0,
  "dr.pass1.iters": 6,
  "rr_worst_depth": 15,
  "synth_area_mm2": 0.03009,
  "path_cells": "inv_1 > a222oi_1 > and4_1 > and2_4 > nor2_2 > nor2_2 > a211o_1 > ha_1 > a21oi_1 > o21ai_0 > a21oi_1 > o221ai_1 > a221oi_1 > o31ai_1 > xor2_1 > clkdlybuf4s50_1",
  "relSlewSlack": 0.4292,
  "p_leak_nw": 12.38,
  "seq_power_share": 0.525,
  "cts_root_buf": "clkbuf_16",
  "antenna_cells": 0,
  "ys_seq_share": 0.6781,
  "hold_slack_ps": 340.6,
  "routed_via_density": 5.571,
  "p_sw_frac": 0.1993,
  "grt_pass1_vias": 17986,
  "syn_area_per_cell_um2": 17.19,
  "drtIter0Drc": 1012,
  "yosys_cells": 1750,
  "post-route-util": 0.4801,
  "grt_pass1_wl_um": 116600,
  "fmax_mhz": 82.74,
  "cts_hold_buf": 0,
  "io_pins": 200,
  "via_count": 16785,
  "cpPeakStageDelay_ps": 830,
  "rsz0062_at_grt": "false",
  "cp-end-kind": "output pin",
  "drive_gt1_frac": 0.2050,
  "die_area_mm2": 0.07633,
  "ys_area_mm2": 0.03009,
  "p_sw_w": 0.0004277,
  "postRouteAntennaNets": 0,
  "cp_max_fo": 44,
  "layout_top_cell": "edfxtp_1",
  "port_buffers": 183
}
cells by family after synthesis:
family / synth area share
flops: 0.6781
simple gates: 0.05576
compound gates: 0.04977
mux: 0.1591
buf+inv: 0.01946
xor+xnor: 0.02154
fa+ha+maj: 0.01605
other cells: 0.0002496
state kept, by name (all words and copies together) (netlist names):
register,cells
ex_mem_inst.reg_write_out,1
mem_wb_inst.reg_write_out,1
if_id_inst.instr_out,17
id_ex_inst.rd_out,4
id_ex_inst.rs1_val_out,32
id_ex_inst.reg_write_out,1
ex_mem_inst.alu_result_out,32
ex_mem_inst.rd_out,4
mem_wb_inst.alu_result_out,32
rf_inst.regs,512
pc_inst.pc,30
id_ex_inst.alu_op_out,1
id_ex_inst.alu_src_out,1
id_ex_inst.rs2_val_out,32
id_ex_inst.imm_out,9
mem_wb_inst.rd_out,4
power groups by stage:
stage	Clock, W	Sequential (W)	Combinational (W)
CTS	0.000974	0.00113	0.0000673
global route	0.00101	0.00113	0.0000722
finish	0.000954	0.00113	0.0000656
layout make-up:
type,instances,area (µm²)
clock buffer,112,2240
clock inverter,22,267.8
fill,6019,38710
inverter,23,93.84
multi-input combinational,954,9395
sequential,713,20420
tap,969,1212
timing repair buffer,220,2110
synth_stat cells (25+ instances only):
master / count / area share
a21oi_1: 59 / 0.0098
xnor2_1: 53 / 0.015
dfrtp_1: 201 / 0.17
nand3_1: 25 / 0.0042
o21ai_0: 66 / 0.011
clkbuf_1: 64 / 0.0080
a22oi_1: 33 / 0.0082
mux4_2: 192 / 0.14
nor2b_1: 48 / 0.010
nor2_1: 63 / 0.0079
ha_1: 37 / 0.015
nand2_1: 80 / 0.010
mux2_2: 33 / 0.012
edfxtp_1: 512 / 0.51
worst max-delay path: cells and delay by family, from the launching register on:
family | cells | cell delay (ps)
buffers and inverters | 2 | 1040
XOR/XNOR | 1 | 340
AND-OR/OR-AND | 8 | 2220
AND/OR/NAND/NOR | 4 | 830
flip-flops | 1 | 830
adder cells (fa/ha/maj) | 1 | 330
final timing paths:
kind / endpoint / from / slack (ps)
min in group asynchronous: mem_wb_inst.alu_result_out[28] / reset / 5740
worst max-delay path: dbg_alu_result[28] / id_ex_inst.alu_src_out / 17210
worst min-delay path: mem_wb_inst.alu_result_out[0] / ex_mem_inst.alu_result_out[0] / 340
worst max register to register: ex_mem_inst.alu_result_out[28] / id_ex_inst.alu_src_out / 24070
worst min register to register: mem_wb_inst.alu_result_out[0] / ex_mem_inst.alu_result_out[0] / 340
max in group asynchronous: id_ex_inst.alu_src_out / reset / 22280
metal layers:
layer  GRT usage  up-vias  part of all wire
li1            -     7327                 -
met1      0.2896     8371              0.35
met2      0.3427      957              0.48
met3      0.1444      128              0.14
met4     0.04412        2             0.024
met5     0.01001        -           0.00059
stage by stage:
| stage | cells | setup WS, ps |
|---|---|---|
| 3_5_place_dp | 2879 | 17820 |
| 5_1_grt | 3013 | 16620 |
| 6_report | 3013 | 17210 |
| 4_1_cts | 3013 | 17140 |
| 2_1_floorplan | 1797 | 17960 |
| 3_3_place_gp | 2879 | 17880 |
Power and IR drop assume default switching activity.
